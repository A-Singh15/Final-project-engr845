===== /design/flow/config.mk =====
export PLATFORM = sky130hd
export DESIGN_NAME = top
export DESIGN_NICKNAME = top
export VERILOG_FILES = /design/flow/design.v
export SDC_FILE = /design/flow/constraint.sdc
export NUM_CORES = 4
export LEC_CHECK = 1
export CORE_AREA = 10 10 86 86
export DIE_AREA = 0 0 96 96
export SYNTH_MEMORY_MAX_BITS = 65536

===== /design/flow/constraint.sdc =====
current_design top

set clk_period 3.2
set clk_io_pct 0.2

create_clock -name clk0 -period $clk_period [get_ports {clock}]

set non_clock_inputs [all_inputs -no_clocks]
set_input_delay [expr $clk_period * $clk_io_pct] -clock clk0 $non_clock_inputs
set_output_delay [expr $clk_period * $clk_io_pct] -clock clk0 [all_outputs]

===== /design/flow/design.v =====
interface intf();
    logic clock;
    logic reset;
    logic start;
    logic [7:0] video_frame_data;
    logic [7:0] control_signals;
    logic [3:0] motionX;
    logic [3:0] motionY;
    logic [7:0] BestDist;
    logic completed;
    logic [7:0] AddressR;
    logic [9:0] AddressS1;
    logic [9:0] AddressS2;
    logic [7:0] R;
    logic [7:0] S1;
    logic [7:0] S2;
endinterface
module top(
    input logic clock,
    input logic reset,
    input logic start,
    input logic [7:0] video_frame_data,
    input logic [7:0] control_signals,
    output logic [3:0] motionX,
    output logic [3:0] motionY,
    output logic [7:0] BestDist,
    output logic completed,
    output logic [7:0] AddressR,
    output logic [9:0] AddressS1,
    output logic [9:0] AddressS2,
    output logic [7:0] R,    
    output logic [7:0] S1,   
    output logic [7:0] S2    
);
    wire [7:0] R_wire, S1_wire, S2_wire;
    wire [15:0] S1S2mux_wire, newDist_wire, PEready_wire;
    wire CompStart_wire;
    wire [3:0] VectorX_wire, VectorY_wire;
    wire [127:0] Accumulate_wire;
    control ctl_u(
        .clock(clock),
        .start(start),
        .S1S2mux(S1S2mux_wire),
        .newDist(newDist_wire),
        .CompStart(CompStart_wire),
        .PEready(PEready_wire),
        .VectorX(VectorX_wire),
        .VectorY(VectorY_wire),
        .AddressR(AddressR),
        .AddressS1(AddressS1),
        .AddressS2(AddressS2),
        .completed(completed)
    );
    PEtotal pe_u(
        .clock(clock),
        .R(R_wire),
        .S1(S1_wire),
        .S2(S2_wire),
        .S1S2mux(S1S2mux_wire),
        .newDist(newDist_wire),
        .Accumulate(Accumulate_wire)
    );
    Comparator comp_u(
        .clock(clock),
        .CompStart(CompStart_wire),
        .PEout(Accumulate_wire),
        .PEready(PEready_wire),
        .vectorX(VectorX_wire),
        .vectorY(VectorY_wire),
        .BestDist(BestDist),
        .motionX(motionX),
        .motionY(motionY)
    );
    ROM_R memR_u (
        .clock(clock),
        .AddressR(AddressR),
        .R(R_wire)
    );
    ROM_S memS_u (
        .clock(clock),
        .AddressS1(AddressS1),
        .AddressS2(AddressS2),
        .S1(S1_wire),
        .S2(S2_wire)
    );
    assign R = R_wire;
    assign S1 = S1_wire;
    assign S2 = S2_wire;
endmodule
module PE (
    input clock,
    input [7:0] R, S1, S2,
    input S1S2mux, newDist,
    output [7:0] Accumulate,
    output reg [7:0] Rpipe
);
    reg [7:0] AccumulateReg, AccumulateIn, difference, difference_temp;
    reg Carry;
    always @(posedge clock) Rpipe <= R;
    always @(posedge clock) AccumulateReg <= AccumulateIn;
    always @(R or S1 or S2 or S1S2mux or newDist or AccumulateReg) begin
        difference = R - (S1S2mux ? S1 : S2);
        difference_temp = -difference;
        if (difference < 0) difference = difference_temp;
        {Carry, AccumulateIn} = AccumulateReg + difference;
        if (Carry == 1) AccumulateIn = 8'hFF;  
        if (newDist == 1) AccumulateIn = difference;
    end
    assign Accumulate = AccumulateReg;
endmodule
module PEend (
    input clock,
    input [7:0] R, S1, S2,
    input S1S2mux, newDist,
    output [7:0] Accumulate
);
    reg [7:0] AccumulateReg, AccumulateIn, difference, difference_temp;
    reg Carry;
    always @(posedge clock) AccumulateReg <= AccumulateIn;
    always @(R or S1 or S2 or S1S2mux or newDist or AccumulateReg) begin
        difference = R - (S1S2mux ? S1 : S2);
        difference_temp = -difference;
        if (difference < 0) difference = difference_temp;
        {Carry, AccumulateIn} = AccumulateReg + difference;
        if (Carry == 1) AccumulateIn = 8'hFF;  
        if (newDist == 1) AccumulateIn = difference;
    end
    assign Accumulate = AccumulateReg;
endmodule
module control (
    input clock,
    input start,
    output reg [15:0] S1S2mux, newDist, PEready,
    output reg CompStart,
    output reg [3:0] VectorX, VectorY,
    output reg [7:0] AddressR,
    output reg [9:0] AddressS1, AddressS2,
    output reg completed
);
    parameter count_complete = 16 * (16 * 16) + 15;  
    reg [12:0] count, count_temp;
    integer i;
    reg [11:0] temp;
    always @(posedge clock) begin
        if (start == 0) count <= 12'b0;
        else if (completed == 0) count <= count_temp;
    end
    always @(count) begin
        count_temp = count + 1'b1;
        for (i = 0; i < 16; i = i + 1) begin
            newDist[i] = (count[7:0] == i);    
            PEready[i] = (newDist[i] && !(count < 256));    
            S1S2mux[i] = (count[3:0] >= i);
            CompStart = (!(count < 256));
        end
        AddressR = count[7:0];
        AddressS1 = (count[11:8] + count[7:4]) * 32 + count[3:0];
        temp = count[11:0] - 16;
        AddressS2 = (temp[11:8] + temp[7:4]) * 32 + temp[3:0] + 16;
        VectorX = count[3:0] - 8; 
        VectorY = count[11:8] - 9;
        completed = (count[12:0] == count_complete);  
    end
endmodule
module Comparator (
    input clock,
    input CompStart,
    input [127:0] PEout,
    input [15:0] PEready,
    input [3:0] vectorX, vectorY,
    output reg [7:0] BestDist,
    output reg [3:0] motionX, motionY
);
    reg [7:0] newDist;
    reg newBest;
    integer n;
    always @(posedge clock) begin
        if (CompStart == 0) BestDist <= 8'hFF;  
        else if (newBest == 1) begin
            BestDist <= newDist;
            motionX <= vectorX;
            motionY <= vectorY;
        end
    end
    always @(BestDist or PEout or PEready or CompStart) begin
        newDist = 8'hFF;
        for (n = 0; n <= 15; n = n + 1) begin
            if (PEready[n] == 1) begin
                case (n)
                    4'b0000: newDist = PEout[7:0];
                    4'b0001: newDist = PEout[15:8]; 
                    4'b0010: newDist = PEout[23:16]; 
                    4'b0011: newDist = PEout[31:24];
                    4'b0100: newDist = PEout[39:32]; 
                    4'b0101: newDist = PEout[47:40]; 
                    4'b0110: newDist = PEout[55:48]; 
                    4'b0111: newDist = PEout[63:56]; 
                    4'b1000: newDist = PEout[71:64]; 
                    4'b1001: newDist = PEout[79:72]; 
                    4'b1010: newDist = PEout[87:80]; 
                    4'b1011: newDist = PEout[95:88]; 
                    4'b1100: newDist = PEout[103:96]; 
                    4'b1101: newDist = PEout[111:104]; 
                    4'b1110: newDist = PEout[119:112]; 
                    4'b1111: newDist = PEout[127:120];
                    default: newDist = 8'hFF;  
                endcase
            end
        end
        if ((|PEready == 0) || (CompStart == 0)) newBest = 0;
        else if (newDist < BestDist) newBest = 1;
        else newBest = 0;
    end
endmodule
module PEtotal (
    input clock,
    input [7:0] R, S1, S2,
    input [15:0] S1S2mux, newDist,
    output [127:0] Accumulate
);
    wire [7:0] Rpipe0, Rpipe1, Rpipe2, Rpipe3, Rpipe4, Rpipe5, Rpipe6, Rpipe7, Rpipe8, Rpipe9, Rpipe10, Rpipe11, Rpipe12, Rpipe13, Rpipe14;
    PE pe0 (clock, R, S1, S2, S1S2mux[0], newDist[0], Accumulate[7:0], Rpipe0);
    PE pe1 (clock, Rpipe0, S1, S2, S1S2mux[1], newDist[1], Accumulate[15:8], Rpipe1);
    PE pe2 (clock, Rpipe1, S1, S2, S1S2mux[2], newDist[2], Accumulate[23:16], Rpipe2);
    PE pe3 (clock, Rpipe2, S1, S2, S1S2mux[3], newDist[3], Accumulate[31:24], Rpipe3);
    PE pe4 (clock, Rpipe3, S1, S2, S1S2mux[4], newDist[4], Accumulate[39:32], Rpipe4);
    PE pe5 (clock, Rpipe4, S1, S2, S1S2mux[5], newDist[5], Accumulate[47:40], Rpipe5);
    PE pe6 (clock, Rpipe5, S1, S2, S1S2mux[6], newDist[6], Accumulate[55:48], Rpipe6);
    PE pe7 (clock, Rpipe6, S1, S2, S1S2mux[7], newDist[7], Accumulate[63:56], Rpipe7);
    PE pe8 (clock, Rpipe7, S1, S2, S1S2mux[8], newDist[8], Accumulate[71:64], Rpipe8);
    PE pe9 (clock, Rpipe8, S1, S2, S1S2mux[9], newDist[9], Accumulate[79:72], Rpipe9);
    PE pe10 (clock, Rpipe9, S1, S2, S1S2mux[10], newDist[10], Accumulate[87:80], Rpipe10);
    PE pe11 (clock, Rpipe10, S1, S2, S1S2mux[11], newDist[11], Accumulate[95:88], Rpipe11);
    PE pe12 (clock, Rpipe11, S1, S2, S1S2mux[12], newDist[12], Accumulate[103:96], Rpipe12);
    PE pe13 (clock, Rpipe12, S1, S2, S1S2mux[13], newDist[13], Accumulate[111:104], Rpipe13);
    PE pe14 (clock, Rpipe13, S1, S2, S1S2mux[14], newDist[14], Accumulate[119:112], Rpipe14);
    PEend pe15 (clock, Rpipe14, S1, S2, S1S2mux[15], newDist[15], Accumulate[127:120]);
endmodule
module ROM_R (
    input clock,
    input [7:0] AddressR,
    output logic [7:0] R
);
    logic [7:0] Rreg;
    logic [7:0] Rmem[0:255];
    always @(*) Rreg = Rmem[AddressR];
    assign R = Rreg;
endmodule
module ROM_S (
    input clock,
    input [9:0] AddressS1, AddressS2,
    output logic [7:0] S1, S2
);
    logic [7:0] S1reg, S2reg;
    logic [7:0] Smem[0:1023];
    always @(*) begin
        S1reg = Smem[AddressS1];
        S2reg = Smem[AddressS2];
    end
    assign S1 = S1reg;
    assign S2 = S2reg;
endmodule

===== /design/flow/run.sh =====
#!/bin/bash
# OpenROAD 26Q1-2900-gdf79404cd8, Yosys 0.63+post, stock flow scripts
make -C /OpenROAD-flow-scripts/flow DESIGN_CONFIG=/design/flow/config.mk WORK_HOME=/design/flow/orfs finish

==> changes_impl.md <==
### Physical design

* Status: complete, no violations
* CTS tree: done
* TritonCTS Buffers at 3
* Largest net degree at the start of global routing at 17
* Delay-heaviest family, CP: simple AND/OR/NAND/NOR gates
* Row count at 27
* Cell count listed in synth_stat.txt at 178
* Yosys warnings at 6
* Via density at 3.90
* First-pass GRT wire length at ~5.1 mm
* Antenna diodes at 0
* Final worst path period share at 0.975
* Total chip power at 346 µW
* Final Hold Viols at 0
* Clk buf depth at 2
* Mapped Area at 1500 µm²
* Final setup violation count at 0
* Area growth syn-to-layout at 12.8%
* Time the worst path needs with I/O delays and setup at 3.12 ns
* Chip area at 9220 µm²
* Die Span Y at around 96 µm
* Total Routing Usage GR at 0.0664
* Netlist cell types at 38
* Worst Path Required at 2.56 ns
* Top Layout Cells: conb_1 (42), clkdlybuf4s50_1 (27), dfxtp_1 (11)
* Final non-filler cell area at around 1700 µm²
* Cell Pwr Density at between 200 and 250 nW/µm²
* Initial antenna violation count at 0
* Dominant flop cell: dfxtp_1
* # H-tree levels at 1
* Worst reg2reg setup slack at between 1 and 1.5 ns
* Yosys Chip Area at about 1500 µm²
* Hold buffer count at cts at 0
* Min-delay src: ctl_u.count[9]
* Wire per inst at 11.6 µm
* Synth Seq Share at 0.173
* GRT overflow at 0
* Post-route ant nets at 0
* Critical-path top delay cell: or4_4
* Most flops, register: ctl_u.count
* Layout Skew at 0.00246 ns
* PortBufs at 28
* Post-DP Area at 1600 µm²
* Die X at 96 µm
* Max Cap Viol at 0
* Area leader, netlist: buf_4
* Log Warnings at around 43
* Most frequent CP cell: a21o_1
* Clk latency late pin at 0.24 ns
* Registers, synthesis at 13
* RR Startpoint: ctl_u.count[5]
* Largest stage delay, worst path at 0.56 ns
* Layout cells sized above 1 at 0.123
* # DRC at 0
* Top flop regs: ctl_u.count: 13 flops
* Crit path cell chain: or4_4 > nor2_4 > xnor2_2 > fa_2 > a21o_1 > a21o_1 > clkdlybuf4s50_1
* Worst setup SP type: flop
* Clock-pin slew on the worst setup and hold paths at 0.05 ns
* Mean area per synthesized cell at 8.43 µm²
* Final Slew Violations at 0
* Crit path buf inv count at 1
* Via count at 1041
* IR Drop Worst-Case VDD at 210 µV
* Hold Crit Class: reg2reg
* Crit path capture type: output port
* Worst hold endpoint: ctl_u.count[9]
* Synth top area share at 0.290
* Area contributors post-synth: buf_4 (29%), dfxtp_1 (17%), ha_1 (9.2%), xnor2_1 (5.3%), xor2_1 (2.9%)
* HPWL after DPL at between 2 and 3 mm
* Core ar. at between 5000 and 6000 µm²
* R2r endpoint: ctl_u.count[4]
* RePlAce Congestion at 0.829
* Vias in the first global route at 1110
* Maximum fanout along the worst path at 3
* Starting Density at 0.271
* Worst Reg-to-Reg Cells at 8
* WP data arrival at 2.48 ns
* DR iter-0 viols at about 50
* Hold path cells at 2
* Crit Path Class: reg2out
* Max reg flops at 13
* I/O pin cnt at 88
* Post-Syn Instances at 178
* Post-synth EDFFs at 0
* Root buf cell: clkbuf_8
* DRT Pass-1 Iters at 4
* Peak Freq at 0.320 GHz
* # clock sinks at 13
* Post-synth ARST share at 0
* Commonest Layout Cell: conb_1
* Leak pwr at 0.743 nW
* Routed wire length at 3.11 mm
layout make-up:
cell class | count | area (µm²)
fillers | 593 | 3850
well taps | 72 | 90.1
flip-flops and latches | 13 | 263
repair buffers | 36 | 339
multi-input cells | 135 | 930
clock buffers | 4 | 45.0
inverters | 7 | 26.3
worst max path at each step:
| stage | startpoint | endpoint | cells past startpoint |
|---|---|---|---|
| final | ctl_u.count[7] | AddressS2[9] | 7 |
| after global routing | ctl_u.count[7] | AddressS2[9] | 7 |
| after CTS | ctl_u.count[4] | AddressS2[9] | 9 |
logic make-up (layout without fill, tap and decap cells):
family                   count (synthesis)  after routing  synth area share
XOR/XNOR                                14             14            0.0817
multiplexers                             2              2            0.0133
other                                    2             42           0.00501
AND-OR/OR-AND                           20             20            0.0901
buffers and inverters                   70             47             0.331
flip-flops                              13             13             0.173
adder cells (fa/ha/maj)                 13             13             0.118
AND/OR/NAND/NOR                         44             44             0.187
synth_stat cells, drive strengths merged (4+ instances only):
| cell | count |
|---|---|
| buf | 61 |
| dfxtp | 13 |
| ha | 11 |
| nand2 | 9 |
| xnor2 | 9 |
| inv | 7 |
| and2 | 5 |
| o21ai | 5 |
| xor2 | 5 |
| a21boi | 4 |
| a21o | 4 |
| and3 | 4 |
| and4 | 4 |
| nand3 | 4 |
| or3 | 4 |
metal layers:
layer	vias to the layer above	GRT usage	wire, µm
met5	-	0	0
met4	0	0.00246	6
met3	2	0.0275	309
met2	44	0.104	1370
met1	464	0.0883	1420
li1	531	-	-
metrics by stage:
stage | setup slack, ns | cells | util | hold WS [ns] | setup TNS [ns]
6_report | 0.0798 | 267 | 0.306 | 0.592 | 0
5_1_grt | -0.00994 | 267 | 0.306 | 0.641 | -0.00994
4_1_cts | 0.0259 | 266 | 0.302 | 0.589 | 0
3_5_place_dp | 0.104 | 261 | 0.288 | 0.581 | 0
3_3_place_gp | 0.111 | 261 | 0.288 | 0.582 | 0
2_1_floorplan | 0.590 | 218 | - | 0.514 | 0
worst min-delay path, stage by stage, from the launching register on:
cell,delay [ns]
dfxtp_1,0.37
o311ai_0,0.11
o41ai_1,0.07
where the power goes:
group | leakage [nW] | internal, mW | switching [mW] | total (mW)
clock | 0.0228 | 0.0878 | 0.0561 | 0.144
combinational | 0.614 | 0.0202 | 0.0103 | 0.0305
sequential | 0.106 | 0.165 | 0.00649 | 0.172
total | 0.743 | 0.273 | 0.0729 | 0.346
what timing repair did:
| action | 4_1_cts | 5_1_grt |
|---|---|---|
| cloned | 0 | 0 |
| setup endpoints to repair | 3 | 1 |
| setup buffers | 1 | 1 |
| pin swaps | 5 | 2 |
| resized | 9 | 4 |
Power is estimated from default activity; no workload was simulated.
